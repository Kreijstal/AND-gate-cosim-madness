**./design.v**
```verilog
module cxxrtl_driver(
    input  wire clk,
    input  wire rst,
    output reg  a,
    output reg  b,
    output reg  expected,
    output reg  done
);
    reg [1:0] idx;
    always @(posedge clk) begin
        if (rst) begin
            idx <= 2'd0;
            a <= 1'b0;
            b <= 1'b0;
            expected <= 1'b0;
            done <= 1'b0;
        end else begin
            case (idx)
                2'd0: begin a <= 1'b0; b <= 1'b0; expected <= 1'b0; end
                2'd1: begin a <= 1'b0; b <= 1'b1; expected <= 1'b0; end
                2'd2: begin a <= 1'b1; b <= 1'b0; expected <= 1'b0; end
                2'd3: begin a <= 1'b1; b <= 1'b1; expected <= 1'b1; end
            endcase
            if (idx == 2'd3) begin
                done <= 1'b1;
            end else begin
                idx <= idx + 2'd1;
            end
        end
    end
endmodule
```
**./run.sh**
```bash
#!/bin/bash
# OpenROAD 26Q1-2900-gdf79404cd8, Yosys 0.63+post, stock flow scripts
make -C /OpenROAD-flow-scripts/flow DESIGN_CONFIG=/design/flow/config.mk WORK_HOME=/design/flow/orfs finish
```
**./config.mk**
```make
export PLATFORM = sky130hd
export DESIGN_NAME = cxxrtl_driver
export DESIGN_NICKNAME = cxxrtl_driver
export VERILOG_FILES = /design/flow/design.v
export SDC_FILE = /design/flow/constraint.sdc
export NUM_CORES = 4
export LEC_CHECK = 1
export CORE_AREA = 10 10 70 70
export DIE_AREA = 0 0 80 80
```
**./constraint.sdc**
```tcl
current_design cxxrtl_driver

set clk_period 1.0
set clk_io_pct 0.2

create_clock -name clk0 -period $clk_period [get_ports {clk}]

set non_clock_inputs [all_inputs -no_clocks]
set_input_delay [expr $clk_period * $clk_io_pct] -clock clk0 $non_clock_inputs
set_output_delay [expr $clk_period * $clk_io_pct] -clock clk0 [all_outputs]
```
==> impl_metrics.json <==
{
  "port_buffers": 5,
  "clockBufferDepth": 2,
  "synthAoiAreaFrac_pct": 3.23,
  "die_w_um": 80,
  "ff_type": "dfxtp_1",
  "yosys.area_share.simple_pct": 16.7,
  "max-vdd-ir-drop_v": 0.000226,
  "post-synth-top-count-cell": "nor2_1",
  "finalCritPeriodShare_pct": 97.4,
  "overflow": 0,
  "min_path_type": "reg2reg",
  "ctsHoldBuffers": 0,
  "fp_util_pct": 6.81,
  "slew_headroom_pct": 86.2,
  "rrSetupSlack_ns": 0.03,
  "p_leak_nw": 0.160,
  "fill_cells": 397,
  "diodes": 0,
  "cts_buffers": 3,
  "min_period_ns": 0.974,
  "fmax_mhz": 1030,
  "ff2ff_path_depth": 4,
  "tightest_slew_ns": 0.206,
  "r2r-end": "idx[1]$_SDFFE_PP0P_",
  "drv_slew": 0,
  "fp.dieH_um": 80,
  "edf_count": 0,
  "h-tree-depth": 1,
  "top_cell_area_share_pct": 51.6,
  "rsz0062_at_grt": "yes",
  "antenna_found_initial": 0,
  "path_class": "reg2reg",
  "die-area_um2": 6400,
  "top_cells_by_count": "nor2_1, dfxtp_1, ha_1",
  "clock_sinks": 6,
  "topCellsByArea": "dfxtp_1, ha_1, nor2_1",
  "dp.final_hpwl_um": 328,
  "ys_cells": 23,
  "viasPerCell": 2.29,
  "status": "finished, final reports clean",
  "core-area_um2": 3420,
  "adder_share_pct": 21.5,
  "utilization_pct": 11.3,
  "synth-xor-area-share_pct": 3.76,
  "warning_count": 30,
  "drtIter0Drc": 4,
  "post_cts_buffers": 0,
  "rows": 21,
  "wl_um": 469,
  "grt_pass1_wl_um": 669,
  "areaGrowthSynthToFinish_pct": 65.6,
  "final-hold-violation-count": 0,
  "drive_gt1_share_pct": 37.5,
  "synthArstFlopShare_pct": 0,
  "track_usage_pct": 1.32,
  "cp.required_ns": 1.15,
  "netlist_area_um2": 233,
  "cap_violations": 0,
  "area.sequential_um2": 126,
  "whs_ns": 0.476,
  "ant_nets": 0,
  "num_vias": 179,
  "cts_root_buf": "clkbuf_4",
  "ys_chip_area_um2": 233,
  "ys_seq_share_pct": 51.6,
  "critical_path_arrival_ns": 1.12,
  "clkLatencyLatePin_ns": 0.24,
  "io_pins": 6,
  "ys_seq_elements": 6,
  "wl_per_cell_um": 6.01,
  "grt_pass1_vias": 172,
  "synthDistinctLibCells": 7,
  "setup_violations": 0,
  "setup.worst_path.start_class": "register",
  "clk_pin_slew_ns": 0.04,
  "cts_tree": "yes",
  "finalClockSkew_ns": 0.00433,
  "logic_area_um2": 123,
  "synthTopLogicFamily": "adder cells",
  "p_per_area_nw_per_um2": 1950,
  "first_pass_iters": 2,
  "top_area_cell": "dfxtp_1",
  "worstSetupEndpoint": "idx[1]$_SDFFE_PP0P_",
  "finalWeightedCongestion": 0.633,
  "yosys_warnings": 1,
  "syn_area_per_cell_um2": 10.1,
  "dp.cells": 75,
  "netlist_instances": 23,
  "timing.rr.start": "idx[0]$_SDFFE_PP0P_",
  "grt_max_degree": 7,
  "stdcell_count": 78,
  "mux_area_share_pct": 0,
  "critPathCaptureType": "register",
  "drc": 0,
  "startpoint": "idx[0]$_SDFFE_PP0P_",
  "critical_path.max_fanout": 4,
  "power_mw": 0.751
}
==> where the power goes <==
group / switching, mW / leakage (nW) / internal, mW
Clock: 0.0729 / 0.0138 / 0.135
Combinational: 0.0879 / 0.0955 / 0.111
Sequential: 0.0436 / 0.0506 / 0.301
==> per-stage QoR <==
step / cell area (um^2) / setup slack, ns / setup TNS [ns]
6_report: 385 / 0.0257 / 0
5_1_grt: 385 / -0.00479 / -0.00479
4_1_cts: 383 / -0.00596 / -0.00596
3_5_place_dp: 349 / -0.0504 / -0.0757
3_3_place_gp: 349 / -0.0297 / -0.0406
2_1_floorplan: 234 / 0.00416 / 0
==> cells by family after synthesis <==
family,count (synthesis)
AND-OR/OR-AND,1
XOR/XNOR,1
adder cells (fa/ha/maj),4
buffers and inverters,2
flip-flops,6
AND/OR/NAND/NOR,9
==> how the worst min path moves through the flow <==
stage     cells past startpoint                end               from  slack, ns
4_1_cts                       2  done$_SDFFE_PP0N_  done$_SDFFE_PP0N_       0.48
6_report                      2  done$_SDFFE_PP0N_  done$_SDFFE_PP0N_       0.48
5_1_grt                       2  done$_SDFFE_PP0N_  done$_SDFFE_PP0N_       0.52
==> timing repair <==
| action | in CTS | in global routing |
|---|---|---|
| pin swaps | 2 | 2 |
| resized | 9 | 4 |
| endpoints found under the setup margin | 5 | 4 |
==> placed cells by master, fill, tap and decap left out, drive strengths merged <==
| cell | n |
|---|---|
| ha | 4 |
| dlygate4sd2 | 3 |
| xor2 | 1 |
| buf | 1 |
| inv | 2 |
| clkdlybuf4s50 | 1 |
| clkbuf | 4 |
| nor2 | 7 |
| dfxtp | 6 |
| a211oi | 1 |
| nor2b | 2 |
==> layer usage <==
metal	global-route usage, %	wire (um)	vias to the layer above
met5	0	0	-
met4	0.528	0	0
met3	1.36	87	0
met2	1.44	184	6
met1	1.60	198	83
li1	-	-	90
==> layout make-up <==
class                           count  area share, %
Timing Repair Buffer                6           12.7
Inverter                            2           1.95
Multi-Input combinational cell     15           31.8
Clock buffer                        3           5.84
Sequential cell                     6           32.8
Tap cell                           46           14.9
==> worst max-delay path, cell delays in order (launching register included) <==
cell and delay, ns:
dfxtp_4 0.36, inv_2 0.05, ha_4 0.20, nor2b_1 0.13
a211oi_1 0.16
==> registers in the layout (all words and copies together) (netlist names) <==
signal    count
a             1
b             1
expected      1
idx           2
done          1
No activity file was given, so power comes from the tool's default toggle rates.
